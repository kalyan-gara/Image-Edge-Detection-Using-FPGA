==> design/flow/design.v <==
`timescale 1ns / 1ps
module source_code(
    input clk,                          
    input rst,                          
    input [7:0] pixel_in,               
    input valid_in,                     
    output reg [7:0] pixel_out,         
    output reg valid_out                
);
    reg [7:0] line_buffer_1 [0:2];
    reg [7:0] line_buffer_2 [0:2];
    reg [7:0] line_buffer_3 [0:2];
    always @(posedge clk or posedge rst) begin
        if (rst) begin
            line_buffer_1[0] <= 8'b0;  line_buffer_1[1] <= 8'b0;  line_buffer_1[2] <= 8'b0;
            line_buffer_2[0] <= 8'b0;  line_buffer_2[1] <= 8'b0;  line_buffer_2[2] <= 8'b0;
            line_buffer_3[0] <= 8'b0;  line_buffer_3[1] <= 8'b0;  line_buffer_3[2] <= 8'b0;
        end else if (valid_in) begin
            line_buffer_1[2] <= line_buffer_1[1];
            line_buffer_1[1] <= line_buffer_1[0];
            line_buffer_1[0] <= pixel_in;
            line_buffer_2[2] <= line_buffer_2[1];
            line_buffer_2[1] <= line_buffer_2[0];
            line_buffer_2[0] <= line_buffer_1[2];
            line_buffer_3[2] <= line_buffer_3[1];
            line_buffer_3[1] <= line_buffer_3[0];
            line_buffer_3[0] <= line_buffer_2[2];
        end
    end
    reg [7:0] window [0:8];
    reg [7:0] sorted [0:8];
    integer i, j;
    reg [7:0] temp;
    always @(posedge clk or posedge rst) begin
        if (rst) begin
            pixel_out <= 8'b0;
            valid_out <= 1'b0;
        end else if (valid_in) begin
            window[0] = line_buffer_3[2];  
            window[1] = line_buffer_3[1];  
            window[2] = line_buffer_3[0];  
            window[3] = line_buffer_2[2];  
            window[4] = line_buffer_2[1];  
            window[5] = line_buffer_2[0];  
            window[6] = line_buffer_1[2];  
            window[7] = line_buffer_1[1];  
            window[8] = line_buffer_1[0];  
            for (i = 0; i < 9; i = i + 1) begin
                sorted[i] = window[i];
            end
            for (i = 0; i < 9; i = i + 1) begin
                for (j = 0; j < 8 - i; j = j + 1) begin
                    if (sorted[j] > sorted[j+1]) begin
                        temp = sorted[j];
                        sorted[j] = sorted[j+1];
                        sorted[j+1] = temp;
                    end
                end
            end
            pixel_out <= sorted[4];
            valid_out <= 1'b1;
        end else begin
            valid_out <= 1'b0;
        end
    end
endmodule
`timescale 1ns / 1ps
module sobel_filter(
    input clk,
    input rst,
    input [7:0] pixel_in,
    input valid_in,
    output reg [7:0] pixel_out,
    output reg valid_out
);
    reg [7:0] row1 [0:2];
    reg [7:0] row2 [0:2];
    reg [7:0] row3 [0:2];
    reg [7:0] window [0:8];
    integer i;
    always @(posedge clk or posedge rst) begin
        if (rst) begin
            for (i = 0; i < 3; i = i + 1) begin
                row1[i] <= 8'd0;
                row2[i] <= 8'd0;
                row3[i] <= 8'd0;
            end
        end else if (valid_in) begin
            row1[2] <= row1[1];
            row1[1] <= row1[0];
            row1[0] <= pixel_in;
            row2[2] <= row2[1];
            row2[1] <= row2[0];
            row2[0] <= row1[2];
            row3[2] <= row3[1];
            row3[1] <= row3[0];
            row3[0] <= row2[2];
        end
    end
    reg [10:0] Gx, Gy;
    reg [10:0] abs_Gx, abs_Gy;
    reg [10:0] magnitude;
    always @(posedge clk or posedge rst) begin
        if (rst) begin
            pixel_out <= 8'd0;
            valid_out <= 1'b0;
        end else if (valid_in) begin
            window[0] = row3[2]; window[1] = row3[1]; window[2] = row3[0];
            window[3] = row2[2]; window[4] = row2[1]; window[5] = row2[0];
            window[6] = row1[2]; window[7] = row1[1]; window[8] = row1[0];
            Gx = -window[0] + window[2]
               - (window[3] << 1) + (window[5] << 1)
               - window[6] + window[8];
            Gy =  window[0] + (window[1] << 1) + window[2]
               - window[6] - (window[7] << 1) - window[8];
            abs_Gx = (Gx[10]) ? -Gx : Gx;
            abs_Gy = (Gy[10]) ? -Gy : Gy;
            magnitude = abs_Gx + abs_Gy;
            pixel_out <= (magnitude > 255) ? 8'd255 : magnitude[7:0];
            valid_out <= 1'b1;
        end else begin
            valid_out <= 1'b0;
        end
    end
endmodule
`timescale 1ns / 1ps
module image_filter_top (
    input clk,
    input rst,
    input [7:0] pixel_in,
    input valid_in,
    output [7:0] pixel_out,
    output valid_out
);
    wire [7:0] median_out;
    wire       median_valid;
    source_code median_filter (
        .clk(clk),
        .rst(rst),
        .pixel_in(pixel_in),
        .valid_in(valid_in),
        .pixel_out(median_out),
        .valid_out(median_valid)
    );
    sobel_filter sobel (
        .clk(clk),
        .rst(rst),
        .pixel_in(median_out),
        .valid_in(median_valid),
        .pixel_out(pixel_out),
        .valid_out(valid_out)
    );
endmodule
==> design/flow/run.sh <==
#!/bin/bash
# OpenROAD 26Q1-2900-gdf79404cd8, Yosys 0.63+post, stock flow scripts
make -C /OpenROAD-flow-scripts/flow DESIGN_CONFIG=/design/flow/config.mk WORK_HOME=/design/flow/orfs finish
==> design/flow/config.mk <==
export PLATFORM = sky130hd
export DESIGN_NAME = image_filter_top
export DESIGN_NICKNAME = image_filter_top
export VERILOG_FILES = /design/flow/design.v
export SDC_FILE = /design/flow/constraint.sdc
export NUM_CORES = 4
export LEC_CHECK = 1
export CORE_UTILIZATION = 40
==> design/flow/constraint.sdc <==
current_design image_filter_top

set clk_period 44.4
set clk_io_pct 0.2

create_clock -name clk0 -period $clk_period [get_ports {clk}]

set non_clock_inputs [all_inputs -no_clocks]
set_input_delay [expr $clk_period * $clk_io_pct] -clock clk0 $non_clock_inputs
set_output_delay [expr $clk_period * $clk_io_pct] -clock clk0 [all_outputs]
==> impl_metrics.env <==
# source this file to load flow results
export IMPL_grt_ovfl_total=0
export IMPL_outcome="completed"
export IMPL_critPathMaxStageDelay_ns=0.75
export IMPL_post_place_ws_ns=18.55
export IMPL_rsz0062_at_grt="no"
export IMPL_num_io_pins=20
export IMPL_r2r_slack_ns=18.21
export IMPL_yosysTopAreaCellShare_pct=19.5
export IMPL_cts_sinks=162
export IMPL_path_clk_slew_ns=0.07
export IMPL_critPathMaxFanout=29
export IMPL_slew_violations=0
export IMPL_area_leaders="dfrtp_1, ha_1, mux2i_1, inv_1, mux2_2"
export IMPL_arrival_ns=26.54
export IMPL_synth_async_reset_ratio_pct=100
export IMPL_numCtsBuffers=17
export IMPL_worstHoldEndpoint="sobel.row2[2][5]$_DFFE_PP0P_"
export IMPL_antenna_found_initial=0
export IMPL_totalWireLength_um=50100
export IMPL_final_cell_mix="inv_1, ha_1, nand2_1, o21ai_0, a21oi_1"
export IMPL_cts_max_path_buffers=2
export IMPL_htree_levels=4
export IMPL_die_h_um=230
export IMPL_cts_root_buf="clkbuf_16"
export IMPL_placed_cell_area_um2=21700
export IMPL_r2r_start="median_filter.line_buffer_3[1][1]$_DFFE_PP0P_"
export IMPL_num_antenna_cells=0
export IMPL_firstDrtPassIters=5
export IMPL_cp_common_cell="ha_1"
export IMPL_yosysWarnings=11
export IMPL_ys_area_um2=20800
export IMPL_vias=17300
export IMPL_numSynthFlops=162
export IMPL_fmax_ghz=0.0382
export IMPL_crit_required_ns=44.76
export IMPL_gp_congestion=0.925
export IMPL_clk_latency_ns=0.48
export IMPL_max_slew_margin_rel_pct=38.9
export IMPL_dp_cells=3175
export IMPL_hold_class="register to register"
export IMPL_die_x_um=230
export IMPL_area_growth_pct=7.04
export IMPL_finalSetupViolCount=0
export IMPL_cap_violations=0
export IMPL_post_cts_buffers=0
export IMPL_route_detailed_wl_per_inst_um=15.6
export IMPL_layout_setup_ws_ns=18.21
export IMPL_grt_first_pass_wirelength_um=85100
export IMPL_syn_area_per_cell_um2=8.20
export IMPL_skew_ns=0.00793
export IMPL_hp_start="sobel.row2[1][5]$_DFFE_PP0P_"
export IMPL_warning_count=25
export IMPL_fp_util_pct=40.5
export IMPL_yosysSeqAreaShare_pct=19.5
export IMPL_grt_max_degree=77
export IMPL_cp_start_kind="register"
export IMPL_r2r_worst_path_cells=114
export IMPL_lay_top_count="inv_1"
export IMPL_tightest_slew_ns=0.916
export IMPL_edf_count=0
export IMPL_core_um2=51300
export IMPL_cp_slowest_cell="a2111oi_2"
export IMPL_drc=0
export IMPL_synth_stat_cells=2533
export IMPL_hold_viol_final=0
export IMPL_utilization_pct=43.3
export IMPL_tritoncts="built"
export IMPL_syn_inst=2533
export IMPL_r2r_end="median_filter.pixel_out[5]$_DFFE_PP0P_"
export IMPL_final_cell_area_um2=22200
export IMPL_top_area_cell="dfrtp_1"
export IMPL_via_per_inst=5.40
export IMPL_ff_type="dfrtp_1"
export IMPL_dieArea_um2=52800
export IMPL_fin_crit_ns=26.19
export IMPL_hpwlAfterDp_um=41000
export IMPL_holdBufCountCts=0
export IMPL_post_cts_resized=0
export IMPL_drive_above_1_share_pct=8.67
export IMPL_fin_crit_sh_pct=59.0
export IMPL_grt_pass1_vias=16600
export IMPL_track_usage_pct=20.1
export IMPL_syn_area_um2=20800
export IMPL_synthDistinctLibCells=108
export IMPL_portBuffers=19
export IMPL_num_rows=83
export IMPL_setup_tns_ns=0
export IMPL_whs_ns=0.473
export IMPL_finalNonFillerCells=3206
export IMPL_antenna_left=0
export IMPL_endpoint_kind="register"
export IMPL_hold_path_depth=2
export IMPL_criticalPathCategory="register to register"
export IMPL_drt_iter0_drc=1029
## critical path, delay by kind of cell, from the launching register on
family,cells,cell delay (ns)
buf+inv,14,2.17
flops,1,0.42
mux,7,1.80
compound gates,49,12.19
fa+ha+maj,12,3.67
simple gates,32,5.77
## sequential cells by signal, indices dropped and copies added (netlist names)
| signal | flops |
|---|---|
| median_filter.valid_out | 1 |
| sobel.row3 | 24 |
| median_filter.line_buffer_1 | 24 |
| median_filter.line_buffer_2 | 24 |
| sobel.pixel_out | 8 |
| median_filter.line_buffer_3 | 24 |
| sobel.row2 | 24 |
| sobel.valid_out | 1 |
| median_filter.pixel_out | 8 |
| sobel.row1 | 24 |
## cells in the mapped netlist, types with 8 or more instances
cell type  count
inv_1        318
ha_1         251
nand2_1      227
o21ai_0      202
a21oi_1      201
nor2_1       172
dfrtp_1      162
mux2i_1      159
mux2_2       102
a21o_1        64
clkbuf_1      63
fa_1          55
xnor2_1       41
nand3_1       38
nor3_1        25
o31ai_1       24
a211oi_1      23
o21bai_1      23
nand2b_1      21
xor2_1        21
nand4_1       19
and2_1        18
nor2b_1       18
a31oi_1       17
and3_1        17
o21ai_1       17
o31a_1        14
and4_1        12
o21a_1        12
o211ai_1       9
o22ai_1        8
## cell type report
class	count	area, µm²
clock buffers	21	480
flip-flops and latches	162	4060
fillers	4950	29100
inverters	318	1200
well taps	680	851
repair buffers	43	368
clock inverters	10	58.8
multi-input cells	1972	15200
## per-layer routing
layer | vias to the layer above | routed length (µm) | GRT usage [%]
met2 | 259 | 22000 | 30.9
met1 | 8036 | 25600 | 31.3
met4 | 0 | 924 | 3.10
met3 | 54 | 1590 | 2.43
li1 | 8969 | - | -
met5 | - | 0 | 0
## how the worst max path moves through the flow
| stage | depth (start not counted) | start | slack, ns | to |
|---|---|---|---|---|
| 6_report | 114 | median_filter.line_buffer_3[1][1]$_DFFE_PP0P_ | 18.21 | median_filter.pixel_out[5]$_DFFE_PP0P_ |
| 5_1_grt | 115 | median_filter.line_buffer_3[1][1]$_DFFE_PP0P_ | 15.41 | median_filter.pixel_out[5]$_DFFE_PP0P_ |
| 4_1_cts | 114 | median_filter.line_buffer_3[1][1]$_DFFE_PP0P_ | 18.48 | median_filter.pixel_out[5]$_DFFE_PP0P_ |
## cell families (layout without fill, tap and decap cells)
family	count (synthesis)	count (layout)	share of synthesized area, %
AOI/OAI and AO/OA	713	713	22.1
xor gates and xnor gates	62	62	2.61
adders and majority gates	311	311	20.7
buffers and inverters	399	392	7.34
DFF	162	162	19.5
muxes	269	269	13.7
and+or+nand+nor	617	617	14.0
